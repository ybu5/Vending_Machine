--- ./run.sh ---
#!/bin/bash
# OpenROAD 26Q1-2900-gdf79404cd8, Yosys 0.63+post, stock flow scripts
make -C /OpenROAD-flow-scripts/flow DESIGN_CONFIG=/design/flow/config.mk WORK_HOME=/design/flow/orfs finish
--- ./config.mk ---
export PLATFORM = sky130hd
export DESIGN_NAME = vendingMachine
export DESIGN_NICKNAME = vendingMachine
export VERILOG_FILES = /design/flow/design.v
export SDC_FILE = /design/flow/constraint.sdc
export NUM_CORES = 4
export LEC_CHECK = 1
export CORE_UTILIZATION = 30
--- ./constraint.sdc ---
current_design vendingMachine

set clk_period 8.6
set clk_io_pct 0.2

create_clock -name clk0 -period $clk_period [get_ports {clk}]

set non_clock_inputs [all_inputs -no_clocks]
set_input_delay [expr $clk_period * $clk_io_pct] -clock clk0 $non_clock_inputs
set_output_delay [expr $clk_period * $clk_io_pct] -clock clk0 [all_outputs]
--- ./design.v ---
module vendingMachine(
    output logic valid,
    input logic nickel, dime, quarter,
    input logic clk, reset_n
);
    logic autoReset = 0; 
    logic [2:0] coins;
    int nickelCount = 0;
    int dimeCount = 0;
    int quarCount = 0;
    int amount = 0;
    assign coins = {nickel,dime,quarter};
    always_ff @(negedge clk, negedge reset_n) begin
        if (~reset_n) begin  
            nickelCount = 0;
            dimeCount = 0;
            quarCount = 0;
        end else if (autoReset)begin  
            nickelCount = 0;
            dimeCount = 0;
            quarCount = 0;
        end
        else begin
            case (coins)
                3'b000:begin 
                    nickelCount <= nickelCount;
                    dimeCount <= dimeCount;
                    quarCount <= quarCount;
                end
                3'b001:begin  
                    nickelCount <= nickelCount;
                    dimeCount <= dimeCount;
                    quarCount <= quarCount+1;
                end
                3'b010:begin 
                    nickelCount <= nickelCount;
                    dimeCount <= dimeCount+1;
                    quarCount <= quarCount;
                end
                3'b011:begin 
                    nickelCount <= nickelCount;
                    dimeCount <= dimeCount+1;
                    quarCount <= quarCount+1;
                end
                3'b100:begin 
                    nickelCount <= nickelCount+1;
                    dimeCount <= dimeCount;
                    quarCount <= quarCount;
                end
                3'b101:begin 
                    nickelCount <= nickelCount+1;
                    dimeCount <= dimeCount;
                    quarCount <= quarCount+1;
                end
                3'b110:begin 
                    nickelCount <= nickelCount+1;
                    dimeCount <= dimeCount+1;
                    quarCount <= quarCount;
                end
                3'b111:begin 
                    nickelCount <= nickelCount+1;
                    dimeCount <= dimeCount+1;
                    quarCount <= quarCount+1;
                end
            endcase
        end
    end
    always_ff @(posedge clk, negedge reset_n) begin
        if (~reset_n) begin 
            valid <= 0;
        end
        else if (amount>=100) begin
            valid <= 1;
            autoReset <= 1;
        end  
        else begin
            valid <= 0;
            autoReset <= 0;
        end
    end
    always_comb begin
        amount = 5*nickelCount+10*dime+25*quarCount;
    end
endmodule
==> flow_summary.json <==
{
  "status": "finished, violations left",
  "violations": "setup timing",
  "clock_sinks": 66,
  "ys_seq_share_pct": 19.3,
  "adder_share_pct": 37.8,
  "io_buffer_count": 5,
  "p_clk_share_pct": 35.1,
  "ff_type": "dfrtn_1",
  "ys_warn_count": 1,
  "synthArstFlopShare_pct": 98.5,
  "seq_power_share_pct": 28.2,
  "insertion_delay_ps": 340,
  "maxCapViolations": 0,
  "ys_sh_xor_pct": 7.77,
  "grtUsageTotal_pct": 16.5,
  "die-height_um": 171,
  "dp_hpwl_um": 18000,
  "yosys-top-cells-area": "fa_1, ha_1, dfrtn_1",
  "ys_types": 65,
  "hp-start": "quarCount[31]",
  "hold_buffers": 0,
  "yosysCellCount": 973,
  "slew-limit-headroom_pct": 50.2,
  "areaGrowthSynthToFinish_pct": 33.0,
  "grt_pass1_wl_um": 37100,
  "postLayoutCellArea_um2": 11400,
  "cts_inserted_buffers": 9,
  "yosysChipArea_um2": 8570,
  "synth_top_cell_by_area": "fa_1",
  "common_cells": "inv_1, ha_1, nor2_1",
  "fin_util_pct": 40.8,
  "setup_viol_count_final": 2,
  "warning_count": 32,
  "path_clk_slew_ps": 60,
  "dieArea_um2": 29200,
  "top_area_share_pct": 18.9,
  "worstSetupEndpointType": "flip-flop",
  "mux_share_pct": 0.584,
  "maxSlewViolCount": 0,
  "diodes": 0,
  "avgSynthCellArea_um2": 8.81,
  "start_kind": "flip-flop",
  "arrival_ps": 9420,
  "leakagePower_nw": 5.77,
  "ys_ff": 66,
  "rsz0062_at_grt": "true",
  "grt_pass1_vias": 7394,
  "fp.dieW_um": 171,
  "core_um2": 27900,
  "p_int_mw": 0.801,
  "first_pass_iters": 5,
  "drive_above_1_share_pct": 25.9,
  "vias": 7109,
  "p_comb_share_pct": 36.8,
  "worst_pin_slew_ps": 748,
  "cts_tree": "built",
  "postRouteAntennaNets": 0,
  "crit_type": "reg -> reg",
  "top_cell": "inv_1",
  "aoi_share_pct": 10.0,
  "reg2reg_from": "quarCount[23]",
  "drc": 0,
  "grt_max_degree": 65,
  "floorplan.core_util_pct": 30.7,
  "wire_per_inst_um": 14.0,
  "cp-startpoint": "quarCount[23]",
  "topCombFamilyByArea": "adder cells",
  "hold_violations": 0,
  "rows": 61,
  "ir_worst_vdd_mv": 0.138,
  "htree_levels": 3,
  "place_area_um2": 10600,
  "p_per_area_nw_per_um2": 105,
  "finalWorstSetupSlack_ps": -752,
  "num_io_pins": 6,
  "synthSimpleGateAreaFrac_pct": 13.5,
  "avgViaCountPerCell": 4.54,
  "clock_skew_ps": 15.5,
  "antenna_found_initial": 0,
  "netlist_area_um2": 8570,
  "cts.path.max_buffers": 2,
  "power.switching_mw": 0.397,
  "crit_required_ps": 8670,
  "drt-initial-drc-count": 275,
  "worst-path-max-fanout": 3,
  "min_path_type": "reg -> reg",
  "netlist_instances": 973,
  "switching_share_pct": 33.1,
  "root_buffer": "clkbuf_16",
  "gr-total-overflow": 0,
  "place_congestion": 0.957,
  "whs_ps": 563,
  "wl_um": 21900,
  "edf_count": 1
}
[final timing paths]
| check | slack (ps) | endpoint | cells past startpoint |
|---|---|---|---|
| min in group asynchronous | 1710 | valid | 2 |
| max in group asynchronous | 2280 | nickelCount[15] | 2 |
| worst max-delay path | -750 | autoReset | 15 |
| worst max register to register | -750 | autoReset | 15 |
| worst min register to register | 560 | quarCount[31] | 2 |
| worst min-delay path | 560 | quarCount[31] | 2 |
[per-layer routing]
layer / vias up / global-route usage, % / wire length [um]
li1: 3581 / - / -
met1: 3364 / 24.7 / 10600
met2: 135 / 25.8 / 9800
met3: 29 / 2.92 / 1020
met4: 0 / 3.26 / 500
met5: - / 0 / 0
[cell families after synthesis]
group                      after synthesis
AOI/OAI and AO/OA                      132
xor gates and xnor gates                76
adders and majority gates              210
buffers and inverters                  248
DFF                                     66
muxes                                    5
and+or+nand+nor                        236
[power by group through the flow]
stage | sequential, mW | combinational, mW | clock (mW)
final | 0.337 | 0.440 | 0.420
after global routing | 0.340 | 0.504 | 0.438
after CTS | 0.337 | 0.436 | 0.429
[repair_timing]
item,in CTS,in global routing
pin swaps,23,1
endpoints found under the setup margin,2,2
setup buffers,15,2
resized,51,22
[sequential cells by signal, summed over array words and instances (netlist names)]
name         cells
valid            1
nickelCount     32
quarCount       32
autoReset        1
[placed cells by master, fill, tap and decap left out, drive strengths merged, types with 22 or more instances in the layout]
| cell | synthesis | routed |
|---|---|---|
| a21oi | 45 | 45 |
| buf | 11 | 217 |
| dfrtn | 64 | 64 |
| fa | 81 | 81 |
| ha | 129 | 129 |
| inv | 226 | 228 |
| nand2 | 40 | 40 |
| nand3 | 32 | 32 |
| nand4 | 22 | 22 |
| nor2 | 84 | 84 |
| o21ai | 29 | 29 |
| xnor2 | 36 | 36 |
| xor2 | 40 | 40 |
[area by class of cell]
cell class                 count  area [um^2]
fill                        2721        16500
multi-input combinational    659         6410
timing repair buffer         221         1680
sequential                    66         1660
inverter                     226          848
tap                          378          473
clock buffer                  11          253
clock inverter                 5         82.6
[worst max-delay path, stage by stage (launching register included)]
cell       delay, ps
dfrtn_1          450
ha_2             290
inv_1             70
fa_1             440
fa_1             510
fa_1             540
inv_1             50
ha_1             260
a211oi_4         270
o21bai_4         120
a211o_1          320
nor4_2           270
or4b_4           500
a2111oi_4        200
o211ai_1         130
o41a_1           350
[through the flow]
stage | std cells | setup WS, ps | TNS (ps) | power (mW)
3_3_place_gp | 1533 | -1080 | -2020 | 0.759
2_1_floorplan | 973 | -556 | -977 | 0.618
3_5_place_dp | 1533 | -1120 | -2110 | 0.760
5_1_grt | 1566 | -990 | -1850 | 1.28
4_1_cts | 1564 | -780 | -1430 | 1.20
6_report | 1566 | -752 | -1380 | 1.20
No activity file was given, so power comes from the tool's default toggle rates.
